===== config.mk =====
export PLATFORM = sky130hd
export DESIGN_NAME = Part2
export DESIGN_NICKNAME = Part2
export VERILOG_FILES = /design/flow/design.v
export SDC_FILE = /design/flow/constraint.sdc
export NUM_CORES = 4
export LEC_CHECK = 1
export CORE_AREA = 10 10 70 70
export DIE_AREA = 0 0 80 80

===== constraint.sdc =====
current_design Part2

set clk_period 1.0
set clk_io_pct 0.2

create_clock -name clk0 -period $clk_period [get_ports {clk}]

set non_clock_inputs [all_inputs -no_clocks]
set_input_delay [expr $clk_period * $clk_io_pct] -clock clk0 $non_clock_inputs
set_output_delay [expr $clk_period * $clk_io_pct] -clock clk0 [all_outputs]

===== design.v =====
`timescale 1ns / 1ps
module D_FF(
    input D,
    input clk1,
    input s_reset,
    output reg Q
    );
    always @(posedge clk1)
        begin
            case(s_reset)
                1'b1 : Q <= 1'b0;
                default : Q <= D;
            endcase
        end
endmodule
`timescale 1ns / 1ps
module JK_Sync(
    input J,
    input K,
    input clk1,
    input s_reset,
    output Q
    );
    wire w1, w2;
    wire out1;
    assign w1 = (J && !out1) || (!K && out1);
    D_FF flipflop1(.D(w1), .Q(out1), .s_reset(s_reset), .clk1(clk1));
    assign Q = out1;
endmodule
`timescale 1ns / 1ps
module Part2(
    input X,
    input Y, 
    input Z,
    input S0,
    input S1,
    input reset,
    input clk,
    output reg T
    );
    reg [1:0] case_in;
    wire w1, w2, w3;
    wire out1, out2, out3;
    wire D0, D1, D2, D3;
    assign w1 = (!out1 ^ X) || (X && out1);
    D_FF FF1(.D(w1), .clk1(clk), .s_reset(reset), .Q(out1));
    assign w2 = (out2 && ~(out1 && Y));
    TFF_Sync FF2(.T(w2), .clk1(clk), .s_reset(reset), .Q(out2));
    assign w3 = !((Y ^ Z) && (Y ^ Z));
    JK_Sync FF3(.J(w2), .K(w3), .s_reset(reset), .clk1(clk), .Q(out3));
    assign D0 = out1;
    assign D1 = (out2 ^ out3) ^ (out2);
    assign D2 = !(out3 && out3);
    assign D3 = 0;
    always @(*) begin
        case_in = {S1, S0};
        case(case_in)
            2'b00: T = D0;
            2'b01: T = D1;
            2'b10: T = D2;
            2'b11: T = D3;
        endcase
    end         
endmodule
`timescale 1ns / 1ps
module TFF_Sync(
    input T,
    input clk1,
    input s_reset,
    output Q
    );
    wire w1;
    wire out1;
    assign w1 = T ^ out1;             
    D_FF flipflop1(.D(w1), .Q(out1), .s_reset(s_reset), .clk1(clk1));
    assign Q = out1;
endmodule

===== run.sh =====
#!/bin/bash
# OpenROAD 26Q1-2900-gdf79404cd8, Yosys 0.63+post, stock flow scripts
make -C /OpenROAD-flow-scripts/flow DESIGN_CONFIG=/design/flow/config.mk WORK_HOME=/design/flow/orfs finish

==> flow_summary.ini <==
; yosys + openroad results
[outcome]
outcome = finished with violations
violations = negative setup slack

[drt]
met3RoutedLength_um = 124
final_antenna_net_count = 0
top_layer_used = met3
wirelength_um = 532
wl_met1_um = 247
vias = 159
first_pass_iters = 2
wl_per_cell_um = 7.29
via_per_inst = 2.18
first_iter_violations = 4
dr_wl_met2_um = 160
drc = 0
num_antenna_cells = 0

[global_routing]
grt-ovfl-total = 0
first_global_vias = 165
grt_max_degree = 4
antenna_found_initial = 0
grt_usage = 0.0187
grt_pass1_wl_um = 848

[clock_network]
clock_latency_ps = 240
cts.sinks = 3
numCtsBuffers = 3
ctsHtreeMaxLevel = 1
cts_root_buf = clkbuf_4
hold_buffers = 0
cts.clk_slew.worst_paths_ps = 40
cts_tree = done
clk_path_buf_depth = 2

[synthesis]
ys_types = 10
ys_warn_count = 2
yosysChipArea_um2 = 151
synth.avg_cell_area_um2 = 11.6
ys.flops = 3
syn-cell-area_um2 = 151
ys_cells = 13
synth_cells = 13
ys_seq_share = 0.397

[min_path]
worstHoldPathCells = 1
hp-class = reg2reg

[power]
power_switching_w = 0.0000920
switching_share = 0.227
leakage_nw = 0.117
clockPowerShare = 0.537
ir_drop_uv = 230
p_int_w = 0.000314
p_per_area_nw_per_um2 = 1180
p_comb_frac = 0.149
seqPwrFrac = 0.314
power_w = 0.000406

[worst_setup_path]
endpoint_kind = output pin
crit_type = reg2out
cp_max_fo = 2
crit_arrival_ps = 1100
worstSetupStartpointType = flip-flop
rr_worst_depth = 4
cp.required_ps = 800

[timing]
tightest_slew_ps = 342
setup_violations = 2
fin_crit_sh = 1.30
hold_viol_final = 0
post-route-min-period_ps = 1300
finalMaxSlewViolations = 0
rsz0062_at_grt = yes
clock.fmax_ghz = 0.766
fin_tns_setup_ps = -508
holdWs_ps = 543
relSlewSlack = 0.771
fin_skew_ps = 2.10
final.setup.worst_slack_ps = -305

[die]
ios = 8
coreArea_um2 = 3420
rows = 21
fp.dieW_um = 80
chipArea_um2 = 6400
die_h_um = 80
fp_util = 0.0443

[job]
warnings = 28
drv_cap = 0

[layout]
drive_above_1_share = 0.407
syn2layout_area_growth_pct = 126

[placement]
io_buffer_count = 7
gp_congestion = 0.668
Yosys cell counts, drive strengths merged:
| library cell | count | area, um^2 |
|---|---|---|
| dfxtp | 3 | 60.1 |
| nor3b | 1 | 7.51 |
| mux2 | 1 | 15.0 |
| a2111oi | 1 | 15.0 |
| mux2i | 1 | 10.0 |
| and4b | 1 | 10.0 |
| o31a | 1 | 8.76 |
| nor2 | 2 | 7.51 |
| xor2 | 1 | 8.76 |
| and2b | 1 | 8.76 |
logic make-up (layout without fill, tap and decap cells):
| logic type | Yosys count | in the layout | share of synthesized area |
|---|---|---|---|
| AND-OR/OR-AND | 2 | 2 | 0.157 |
| XOR/XNOR | 1 | 1 | 0.0579 |
| buffers and inverters | 0 | 14 | 0 |
| flip-flops | 3 | 3 | 0.397 |
| multiplexers | 2 | 2 | 0.165 |
| AND/OR/NAND/NOR | 5 | 5 | 0.223 |
layer usage:
metal  track usage  up-vias
li1              -       80
met4       0.00176        0
met2        0.0185       11
met5             0        -
met1        0.0219       68
met3        0.0273        0
metrics by stage:
step	cells	instance area (um^2)	worst slack, ps	util
floorplan	13	153	-15.8	-
detailed placement	68	295	-653	0.0864
CTS	73	339	-299	0.0993
global placement	68	295	-636	0.0864
finish	73	343	-305	0.100
global route	73	343	-359	0.100
flip-flops by register name, summed over array words and instances, names as in the netlist:
register and flops:
FF3.flipflop1.Q 1, FF2.flipflop1.Q 1, FF1.Q 1
critical path, cell delays in order, from the launching register on:
cell and delay (ps):
dfxtp_2 320, and2b_2 210, o31a_1 230, buf_2 110
final cells by class:
class,instances,area (um^2)
sequential,3,61.3
tap,46,57.6
fill,400,3070
multi-input combinational,10,104
clock buffer,4,26.3
timing repair buffer,10,93.8
power by group through the flow:
stage / Sequential, W / Clock (W) / Combinational (W)
CTS: 0.000128 / 0.000227 / 0.0000609
global route: 0.000128 / 0.000246 / 0.0000671
finish: 0.000128 / 0.000218 / 0.0000604
repair_timing:
item,CTS,global route
endpoints found under the setup margin,2,2
setup buffers,1,0
resized,6,1
final timing paths:
path / from / to / slack (ps)
min reg2reg: FF2.flipflop1.Q / FF2.flipflop1.Q / 540
max reg2reg: FF3.flipflop1.Q / FF3.flipflop1.Q / -200
max: FF3.flipflop1.Q / T / -300
min: FF2.flipflop1.Q / FF2.flipflop1.Q / 540
layout by cell type, fill, tap and decap left out, drive strengths merged:
cell           synthesis  routed
a2111oi                1       1
and2b                  1       1
and4b                  1       1
buf                    0       4
clkbuf                 0       4
clkdlybuf4s50          0       5
dfxtp                  3       3
dlygate4sd2            0       1
mux2                   1       1
mux2i                  1       1
nor2                   2       2
nor3b                  1       1
o31a                   1       1
xor2                   1       1
Power figures rest on the tool's default switching activity, not on a simulated workload.
